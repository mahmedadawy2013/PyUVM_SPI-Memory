===== ./run.sh =====
#!/bin/bash
# OpenROAD 26Q1-2900-gdf79404cd8, Yosys 0.63+post, stock flow scripts
make -C /OpenROAD-flow-scripts/flow DESIGN_CONFIG=/design/flow/config.mk WORK_HOME=/design/flow/orfs finish

===== ./config.mk =====
export PLATFORM = sky130hd
export DESIGN_NAME = spi_intf
export DESIGN_NICKNAME = spi_intf
export VERILOG_FILES = /design/flow/design.v
export SDC_FILE = /design/flow/constraint.sdc
export NUM_CORES = 4
export LEC_CHECK = 1
export CORE_UTILIZATION = 50

===== ./constraint.sdc =====
current_design spi_intf

set clk_period 7.1
set clk_io_pct 0.2

create_clock -name clk0 -period $clk_period [get_ports {clk}]

set non_clock_inputs [all_inputs -no_clocks]
set_input_delay [expr $clk_period * $clk_io_pct] -clock clk0 $non_clock_inputs
set_output_delay [expr $clk_period * $clk_io_pct] -clock clk0 [all_outputs]

===== ./design.v =====
`timescale 1ns / 1ps
module spi_intf(
    input wr,clk,rst,ready,op_done,
    input [7:0] addr, din,
    output  [7:0] dout,
    output reg cs, mosi,
    input miso,
    output reg done, err
    );
reg [16:0] din_reg;   
reg [7:0] dout_reg;
integer count = 0;
typedef enum bit [2:0] {idle = 0, load = 1, check_op = 2, send_data = 3, read_data1 = 4, read_data2 = 5, error = 6, check_ready = 7} state_type;
state_type state = idle; 
always@(posedge clk)
begin
  if(rst)
           begin
           state <= idle;
           count <= 0;
           cs <= 1'b1;
           mosi <= 1'b0; 
           err <= 1'b0;
           done <= 1'b0;
           dout_reg <= 'b0 ; 
           end
 else 
   begin
      case(state)
            idle: begin
            cs    <= 1'b1;
            mosi  <= 1'b0;
            state <= load;
            err <= 1'b0;
            done <= 1'b0;
            end
            load: begin
            din_reg <= {din, addr, wr};
            state   <= check_op;
            end
            check_op: begin
            if(wr == 1'b1 && addr < 32)
             begin
             cs <= 1'b0;
             state <= send_data;
             end
            else if (wr == 1'b0 && addr < 32)
             begin
             state <= read_data1;
             cs <= 1'b0;
             end
            else begin
             state <= error;
             cs <= 1'b1;
             end
            end
            send_data : 
            begin
                if(count <= 16)
                 begin
                 count <= count + 1;
                 mosi  <= din_reg[count];
                 state = send_data;
                 end
                else
                  begin
                     cs    <= 1'b1;
                     mosi  <= 1'b0;
                     if(op_done) 
                           begin
                                  count <= 0;
                                  done  <= 1'b1;
                                  state <= idle;
                            end
                      else
                              begin
                              state <= send_data;
                              end
                  end
            end
            read_data1: begin
            if(count <= 8)
             begin
             count <= count + 1;
             mosi  <= din_reg[count];
             state <= read_data1;
             end
            else
              begin
              count <= 0;
              cs    <= 1'b1;
              state <= check_ready;
              end
            end
            check_ready : begin
                if(ready)
                      state <= read_data2;
                else
                      state <= check_ready;
            end
            read_data2:begin
                            if(count <= 7)
                                 begin
                                 count <= count + 1;
                                 dout_reg[count]  <=  miso;
                                 state = read_data2;
                                 end
                            else
                                  begin
                                  count <= 0;
                                  done <= 1'b1;
                                  state <= idle;
                                  end
                      end
            error : begin
            err   <= 1'b1;
            state <= idle;
            done  <= 1'b1;
            end
           default: begin
           state <= idle;
           count <= 0;
           end
      endcase
   end 
end 
assign dout = dout_reg;
endmodule

==> Slide: Implementation Results <==
Flow Results at a Glance

Timing
  • Worst Tran Pin Value: 0.931 ns
  • Max_slew headroom: 37.5%
  • Final setup TNS: 0 ns
  • Final setup vio count: 0
  • Fin. max-slew vios: 0
  • RSZ-0062 raised after global routing: false
  • Hold Vio Cnt, Final: 0
  • Skew final: 0.00817 ns
  • FMAX: 0.272 GHz
  • Final Critical Period: 3.68 ns
  • Worst hold slack: 0.479 ns
  • Period utilisation layout: 51.8%
  • Final WS setup: 3.42 ns

Clock tree
  • Hold buffers post-CTS: 0
  • Longest Clk Path Bufs: 2
  • Later-pin clock latency in the skew report: 0.35 ns
  • Clk root buf: clkbuf_8
  • Post-CTS setup buffers: 0
  • Number of gates resized after CTS: 0
  • Clock Pin Slew Worst Setup and Hold Paths: 0.08 ns
  • TritonCTS buffer count: 9
  • # clock sinks: 64
  • TritonCTS clock tree: done
  • H-tree depth: 3

Layout
  • P&R area growth vs syn: 13.1%
  • Largest register FFs: 32
  • Design area: 4860 sq um
  • Layout cells sized above 1: 9.13%

Routing
  • Wire length per cell: 16.5 microns
  • Met1 wire length: 4790 microns
  • Vias per std cell: 5.96
  • Wire length on met3: 422 microns
  • Final antenna-violating net count: 0
  • Drt total wl: 10200 microns
  • Routed vias: 3695
  • Met2 Wirelength: 4770 microns
  • Drt first pass iters: 4
  • Remaining DRCs: 0
  • Violation tally from detailed-route iteration zero: 214
  • Top sig layer: met4
  • Antenna Cells: 0

Synth
  • Number of enable flip-flop cells: 17
  • Post-synthesis mux area share: 4.98%
  • Synthesized registers: 64
  • AND/OR/NAND/NOR Cells, Area Fraction: 32.4%
  • Synth Cell Area: 4290 sq um
  • Area leader share: 21.9%
  • Main area contributors: dfxtp_1 22%, edfxtp_1 12%, xnor2_1 5.9%
  • And-or/or-and share of the synthesized area: 13.4%
  • Number of cells in Yosys stat: 503
  • Sequential area share after synthesis: 33.8%
  • Synth Area in XOR/XNOR: 9.59%
  • Dominant combinational family: simple AND/OR/NAND/NOR gates
  • Post-synth ARST share: 0%
  • Cell with the most instances after synthesis: nor2_1
  • Yosys warns: 1
  • Synth Area per Inst: 8.53 sq um
  • Adder share: 0.583%
  • Commonest flop: dfxtp_1
  • Synthesized netlist cell count: 503
  • Yosys Chip Area: 4290 sq um
  • Synth area leader: dfxtp_1
  • Most frequent cells after synthesis: 65 x nor2_1, 47 x dfxtp_1, 29 x clkbuf_1, 29 x xnor2_1
  • Cell Type Count: 72

Worst setup path
  • Max FO, Critical Path: 13
  • Startpoint Class: flop
  • CP Cell Sequence: inv_1 > ha_1 > nor4b_2 > nand3_1 > nor3_1 > nand2_1 > a2111o_1 > a2111oi_4 > nand3b_1 > mux2i_1
  • Max stage delay on crit path: 0.60 ns
  • Crit end category: flop
  • CP max-delay cell: nor4b_2
  • Crit path kind: flop to flop
  • R2R depth: 10
  • Critical Path Start: count[1]
  • Worst path arrival time: 3.91 ns
  • Crit Reg-Reg Startpoint: count[1]
  • Flop2flop setup slack: 3.42 ns
  • Data required, critical path: 7.33 ns
  • Setup crit end: dout_reg[4]
  • R2r endpoint: dout_reg[4]

Pwr
  • VDD IR max: 0.170 mV
  • Tot Pwr: 1.21 mW
  • Power per cell area: 248 nW/um^2
  • Leakage power: 1.77 nW

Die
  • Num rows: 33
  • FP Core Util: 52.0%
  • Die Ht: 94.7 microns
  • Width of the die: 94.7 microns
  • Core Area: 8260 sq um
  • DIE AREA: 8960 sq um
  • I/O pin count: 34

Place
  • Detailed Place HPWL: 7340 microns
  • Setup WS pre-CTS: 3.42 ns
  • GPL Wtd Cong: 0.895
  • Input/output buffers: 33
  • DP Area: 4610 sq um

Job
  • Total tool warning count: 27
  • # Max-Cap Violations: 0

Global routing
  • Largest net degree at the start of global routing: 33
  • Grt ovf: 0
  • Vias in the first global route: 3407
  • First-pass GRT wire length: 17100 microns
  • Initial antenna violation count: 0
  • GRT Total Usage: 25.0%

Hold path
  • Worst hold start: dout_reg[7]
  • HP Class: flop to flop

Outcome
  • Status: completed
## layer usage
metal / up-vias / GRT usage (%)
li1: 1839 / -
met3: 17 / 3.10
met2: 92 / 39.3
met4: 0 / 5.56
met5: - / 0
met1: 1747 / 38.1
## logic make-up after synthesis
family	Yosys count
buffers and inverters	52
muxes	15
DFF	64
and+or+nand+nor	248
adders and majority gates	2
xor gates and xnor gates	47
AOI/OAI and AO/OA	75
## report_power, final
group / internal, mW / total (mW) / switching, mW
Clock: 0.237 / 0.396 / 0.159
Sequential: 0.409 / 0.450 / 0.0413
Combinational: 0.165 / 0.360 / 0.195
Total: 0.811 / 1.21 / 0.395
## placed cells by master (no fill, tap or decap), drive strengths merged, types with 13 or more instances in the layout
cell           count
nor2              65
nor3              26
nand3             28
nand2b            17
a21oi             18
xor2              18
dfxtp             47
nand4             14
nand2             28
nor4              13
edfxtp            17
xnor2             29
inv               14
o21ai             15
clkdlybuf4s50     33
## critical path: cells and delay by family (launching register included)
family	cells	cell delay, ns
flip-flops	1	0.47
buffers and inverters	1	0.19
AND/OR/NAND/NOR	5	1.46
adder cells (fa/ha/maj)	1	0.27
multiplexers	1	0.16
AND-OR/OR-AND	2	1.01
## worst min path at each step
stage,slack [ns],end,depth (start not counted)
4_1_cts,0.49,dout_reg[7],2
5_1_grt,0.50,dout_reg[4],2
6_report,0.48,dout_reg[7],2
## metrics by stage
step | cells | utilization, %
global route | 620 | 58.8
detailed placement | 604 | 55.8
finish | 620 | 58.8
CTS | 620 | 58.8
floorplan | 503 | -
global placement | 604 | 55.8
## area by class of cell
class	count	area (sq um)
fillers	747	3400
multi-input cells	387	2620
flip-flops and latches	64	1450
repair buffers	37	360
well taps	105	131
clock inverters	7	125
clock buffers	9	124
inverters	11	41.3
Power and IR drop assume default switching activity.
